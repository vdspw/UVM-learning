==> flow/design.v <==
module adder (
  input [3:0] a, b,
  output [4:0] sum );
  assign sum = a+b;
endmodule
==> flow/run.sh <==
#!/bin/bash
# OpenROAD 26Q1-2900-gdf79404cd8, Yosys 0.63+post, stock flow scripts
make -C /OpenROAD-flow-scripts/flow DESIGN_CONFIG=/design/flow/config.mk WORK_HOME=/design/flow/orfs finish
==> flow/config.mk <==
export PLATFORM = sky130hd
export DESIGN_NAME = adder
export DESIGN_NICKNAME = adder
export VERILOG_FILES = /design/flow/design.v
export SDC_FILE = /design/flow/constraint.sdc
export NUM_CORES = 4
export LEC_CHECK = 1
export CORE_AREA = 10 10 70 70
export DIE_AREA = 0 0 80 80
==> flow/constraint.sdc <==
current_design adder

set clk_period 2.4
set clk_io_pct 0.2

create_clock -name clk0 -period $clk_period

set non_clock_inputs [all_inputs -no_clocks]
set_input_delay [expr $clk_period * $clk_io_pct] -clock clk0 $non_clock_inputs
set_output_delay [expr $clk_period * $clk_io_pct] -clock clk0 [all_outputs]
==> results.py <==
# Physical implementation metrics
metrics = {
    "status": {
        "status": "completed",
    },
    "floorplanning": {
        "fp_util_pct": 3.99,
        "die_h_um": 80,
        "core.rowCount": 21,
        "die_area_mm2": 0.00640,
        "core_mm2": 0.00342,
        "io_pins": 13,
        "die_w_um": 80,
    },
    "routing": {
        "vias_per_cell": 2.00,
        "antenna_left": 0,
        "wire_per_inst_um": 6.94,
        "drc": 0,
        "drt_iter0_drc": 0,
        "drtPass1Iterations": 1,
        "diodes": 0,
        "vias": 154,
        "routed_wl_um": 534,
    },
    "pwr": {
        "p_int_mw": 0.0437,
        "swShare_pct": 31.9,
        "pwr-share-comb_pct": 100.0,
        "power.switching_mw": 0.0205,
        "leakagePower_nw": 0.160,
        "pwr_density_cell_mw_per_mm2": 179,
        "p_seq_share_pct": 0,
        "vdd_drop_max_mv": 0.0284,
        "power.share.clock_pct": 0,
    },
    "global_route": {
        "first_global_vias": 146,
        "grt_pass1_wl_um": 759,
        "grtUsageTotal_pct": 1.50,
        "gr-total-overflow": 0,
        "antenna_found_initial": 0,
        "grt_max_degree": 4,
    },
    "cts": {
        "cts_hold_buffers": 0,
    },
    "logic_synthesis": {
        "ys_seq_share_pct": 0,
        "syn_avg_cell_area_um2": 8.52,
        "ys_cells": 16,
        "yosysTopAreaCell": "ha_1",
        "ys_warn_count": 0,
        "syn_area_um2": 136,
        "top_cells_by_area": "ha_1, fa_1, xnor2_1, inv_1, a21oi_2",
        "yosys_area_um2": 136,
        "synth_cells": 16,
        "ys_types": 9,
        "yosys.area.top_type_share_pct": 36.7,
        "yosys-top-cells-count": "ha_1, inv_1, xnor2_1",
    },
    "min_path": {
        "hold_depth": 4,
        "hp-start": "a[2]",
        "hold_class": "in2out",
        "holdPathEnd": "sum[2]",
    },
    "sta": {
        "setup_violations": 0,
        "hold_viol_final": 0,
        "worstMarginPinSlew_ns": 0.131,
        "period_minus_slack_ns": 2.33,
        "hold-worst-slack_ns": 1.51,
        "max_slew_margin_pct": 91.3,
        "fmax_ghz": 0.429,
        "slew_violations": 0,
        "period_used_pct": 97.2,
    },
    "worst_setup_path": {
        "cp.arrival_ns": 1.85,
        "required_ns": 1.92,
        "slowest_stage": "clkdlybuf4s50_1",
        "path_buffers": 3,
        "path_cells": "dlygate4sd2_1, inv_1, fa_2, nor2b_1, o21ai_1, nand2b_1, clkdlybuf4s50_1",
        "cpPeakStageDelay_ns": 0.46,
        "critPathMaxFanout": 2,
        "cp_top_family": "buffers and inverters",
        "crit_path_end_kind": "output port",
        "criticalPathCategory": "in2out",
        "critPathLaunchType": "input pin",
    },
    "run": {
        "max-cap-violations": 0,
        "openroad.warnings": 33,
    },
    "placement": {
        "dpl_cell_area_um2": 324,
        "numPortBuffers": 13,
        "globalplace.congestion": 0.760,
        "dp_cells": 75,
        "place_hpwl_um": 475,
    },
    "final_layout": {
        "clock_buffers": 0,
        "stdcell_count": 77,
        "flops": 0,
        "drive_gt1_share_pct": 32.3,
        "area_delta_synth_final_pct": 162,
        "flop_area_um2": 0,
        "design_area_um2": 358,
    },
}
-- area by class of cell --
type,count,area (um^2)
fillers,399,3060
multi-input cells,12,149
repair buffers,15,136
well taps,46,57.6
inverters,4,15.0
-- metal layers --
metal  vias up  global-route usage, %  share of wire, %
met5         -                      0                 0
met3         0                   1.48                25
li1         82                      -                 -
met2        11                   1.85                30
met1        61                   1.92                45
met4         0                      0                 0
-- logic make-up (layout without fill, tap and decap cells) --
group,count (synthesis),after routing,share of synthesized area (%)
xor gates and xnor gates,2,2,12.8
and+or+nand+nor,2,2,9.18
buffers and inverters,4,19,11.0
AOI/OAI and AO/OA,3,3,15.6
adders and majority gates,5,5,51.4
-- what timing repair did --
| action | 4_1_cts | 5_1_grt |
|---|---|---|
| pin swaps | 3 | 4 |
| gates resized | 12 | 9 |
| setup buffers | 0 | 2 |
| endpoints found under the setup margin | 4 | 2 |
-- placed cells by master (no fill, tap or decap), drive strengths merged --
cell / synthesis / final
clkdlybuf4s15: 0 / 1
xnor2: 2 / 2
inv: 4 / 4
o21ai: 1 / 1
a21oi: 1 / 1
buf: 0 / 3
clkbuf: 0 / 1
dlymetal6s2s: 0 / 2
fa: 1 / 1
nor2b: 1 / 1
nand2b: 1 / 1
a21o: 1 / 1
clkdlybuf4s50: 0 / 5
ha: 4 / 4
dlygate4sd2: 0 / 3
-- worst max-delay path by stage --
stage	from	endpoint	slack (ns)	cells past startpoint
after global routing	a[1]	sum[4]	-0.05	7
after CTS	b[0]	sum[4]	-0.08	8
final	b[1]	sum[4]	0.07	7
-- metrics by stage --
step / util (%) / total power [mW] / TNS [ns] / setup WS [ns]
final: 10.5 / 0.0642 / 0 / 0.0673
after global routing: 10.5 / 0.0746 / -0.0536 / -0.0536
after CTS: 9.49 / 0.0583 / -0.0849 / -0.0849
after detailed placement: 9.49 / 0.0632 / -1.27 / -0.446
after global placement: 9.49 / 0.0625 / -1.34 / -0.462
after floorplan: - / 0.0201 / 0 / 0.649
-- power by group through the flow --
stage	Sequential, mW	Combinational [mW]	Clock, mW
after CTS	0	0.0583	0
after global routing	0	0.0746	0
final	0	0.0642	0
Power is estimated from default activity; no workload was simulated.
